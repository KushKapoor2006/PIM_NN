--- ./design.v ---
`timescale 1ns / 1ps
module sequencer_fifo #(
    parameter int FIFO_DEPTH = 4,
    parameter int MICROPROG_LEN_WORDS = 4,
    parameter int CMD_SIZE_BITS = 64
) (
    input  logic clk,
    input  logic rst_n,
    input  logic write_en,    
    input  logic [CMD_SIZE_BITS*MICROPROG_LEN_WORDS-1:0] write_data,
    output logic write_ack,   
    input  logic read_en,     
    output logic [CMD_SIZE_BITS*MICROPROG_LEN_WORDS-1:0] read_data,  
    output logic empty,
    output logic full,
    output logic [$clog2(FIFO_DEPTH+1)-1:0] current_depth
);
    localparam int ENTRY_BITS = CMD_SIZE_BITS * MICROPROG_LEN_WORDS;
    localparam int PTR_W = (FIFO_DEPTH > 1) ? $clog2(FIFO_DEPTH) : 1;
    localparam int DEPTH_W = $clog2(FIFO_DEPTH + 1);  
    logic [ENTRY_BITS-1:0] mem [0:FIFO_DEPTH-1];
    logic [PTR_W-1:0] wr_ptr_q, wr_ptr_d;
    logic [PTR_W-1:0] rd_ptr_q, rd_ptr_d;
    logic [DEPTH_W-1:0] depth_count_q, depth_count_d;
    logic [ENTRY_BITS-1:0] read_data_r;
    logic do_write;
    logic do_read;
    assign read_data = read_data_r;
    assign empty = (depth_count_q == 0);
    assign full  = (depth_count_q == FIFO_DEPTH);
    assign current_depth = depth_count_q;
    always_ff @(posedge clk or negedge rst_n) begin
        if (!rst_n) begin
            wr_ptr_q     <= '0;
            rd_ptr_q     <= '0;
            depth_count_q<= '0;
            read_data_r  <= '0;  
            write_ack    <= 1'b0;  
        end else begin
            wr_ptr_q     <= wr_ptr_d;
            rd_ptr_q     <= rd_ptr_d;
            depth_count_q<= depth_count_d;
            write_ack    <= 1'b0;
            read_data_r  <= read_data_r;  
            if (do_write) begin  
                mem[wr_ptr_q] <= write_data;
                write_ack <= 1'b1;  
            end
            if (do_read) begin  
                read_data_r <= mem[rd_ptr_q];  
            end
        end
    end
    always_comb begin
        wr_ptr_d      = wr_ptr_q;
        rd_ptr_d      = rd_ptr_q;
        depth_count_d = depth_count_q;
        do_write = write_en && !full;
        do_read  = read_en  && !empty;
        if (do_write) begin
            wr_ptr_d = wr_ptr_q + 1;
        end
        if (do_read) begin
            rd_ptr_d = rd_ptr_q + 1;
        end
        if (do_write && !do_read) begin
            depth_count_d = depth_count_q + 1;
        end else if (!do_write && do_read) begin
            depth_count_d = depth_count_q - 1;
        end
    end
endmodule
--- ./run.sh ---
#!/bin/bash
# OpenROAD 26Q1-2900-gdf79404cd8, Yosys 0.63+post, stock flow scripts
make -C /OpenROAD-flow-scripts/flow DESIGN_CONFIG=/design/flow/config.mk WORK_HOME=/design/flow/orfs finish
--- ./config.mk ---
export PLATFORM = sky130hd
export DESIGN_NAME = sequencer_fifo
export DESIGN_NICKNAME = sequencer_fifo
export VERILOG_FILES = /design/flow/design.v
export SDC_FILE = /design/flow/constraint.sdc
export NUM_CORES = 4
export LEC_CHECK = 1
export CORE_UTILIZATION = 30
--- ./constraint.sdc ---
current_design sequencer_fifo

set clk_period 25.3
set clk_io_pct 0.2

create_clock -name clk0 -period $clk_period [get_ports {clk}]

set non_clock_inputs [all_inputs -no_clocks]
set_input_delay [expr $clk_period * $clk_io_pct] -clock clk0 $non_clock_inputs
set_output_delay [expr $clk_period * $clk_io_pct] -clock clk0 [all_outputs]
==> results_tabular.tex <==
% Implementation results table
\begin{tabular}{lr}
\hline
Metric & Value \\
\hline
\multicolumn{2}{l}{\textbf{Global route}} \\
Met3 usage & 8.998\% \\
Wire length of the first global-routing pass & 171.5 mm \\
Initial antenna violation count & 27 \\
Global-route congestion overflow total & 0 \\
Pin count of the biggest net entering global routing & 98 \\
Met2 global-route usage & 22.04\% \\
Global-route usage over all layers & 15.19\% \\
Most Crowded Layer GR & met2 \\
Met1 layer usage reported by global route & 20.61\% \\
Number of global-route vias before repair & 27370 \\
\multicolumn{2}{l}{\textbf{Critical path}} \\
Crit path max-delay family & buffers and inverters \\
Critical path arrival & 8.76 ns \\
Data required time at the worst endpoint & 25.66 ns \\
Largest fanout of any net on the critical path & 43 \\
Cell occurring most often along the worst timing path & sky130\_fd\_sc\_hd\_\_buf\_4 \\
Count of buffering cells on the critical path with inverters included & 4 \\
Reg-to-reg setup timing slack & 20.76 ns \\
Worst setup EP type & register \\
CP Cell Sequence & clkdlybuf4s50\_1 > nor2b\_1 > and3\_4 > buf\_4 > buf\_4 > buf\_4 \\
Worst Setup Path Type & input pin to register \\
Slowest cell on crit path & sky130\_fd\_sc\_hd\_\_and3\_4 \\
Critical path startpoint category & input pin \\
Delay of the slowest cell on the worst path & 0.74 ns \\
\multicolumn{2}{l}{\textbf{Yosys}} \\
Area fraction in compound gates & 14.97\% \\
Cell area after technology mapping & 47150 sq um \\
Yosys Warn Count & 2 \\
Yosys adder share & 0.2813\% \\
Top logic family & AND-OR/OR-AND gates \\
Chip Area, Yosys & 47150 sq um \\
Main synth FF type & sky130\_fd\_sc\_hd\_\_edfxtp\_1 \\
Post-synthesis simple-gate area fraction & 3.498\% \\
Proportion of synthesized chip area in sequential cells & 79.24\% \\
Most frequent cells after synthesis & sky130\_fd\_sc\_hd\_\_edfxtp\_1, sky130\_fd\_sc\_hd\_\_dfrtp\_1, sky130\_fd\_sc\_hd\_\_nor2b\_1 \\
Area leader, netlist & sky130\_fd\_sc\_hd\_\_edfxtp\_1 \\
Library cells used by synthesis & 24 \\
Number of instances in the synthesized netlist & 2799 \\
Count of instantiated cells in the yosys netlist & 2799 \\
Post-synthesis cell type with the largest instance count & sky130\_fd\_sc\_hd\_\_edfxtp\_1 \\
Number of enable flip-flop cells & 1024 \\
Area contributors post-synth & sky130\_fd\_sc\_hd\_\_edfxtp\_1, sky130\_fd\_sc\_hd\_\_dfrtp\_1, sky130\_fd\_sc\_hd\_\_a211oi\_1, sky130\_fd\_sc\_hd\_\_a21o\_1, sky130\_fd\_sc\_hd\_\_a22oi\_1 \\
FF+latch count, synth & 1288 \\
Share of synthesized registers carrying an async set or reset & 20.50\% \\
Largest type area fraction & 65.22\% \\
Post-synthesis share of cell area spent on xor and xnor gates & 0.09289\% \\
Per-instance average area after synthesis & 16.84 sq um \\
MUX area fraction & 0.07166\% \\
\multicolumn{2}{l}{\textbf{STA}} \\
Number of hold-slack violations in the final timing report & 0 \\
Minimum clock period & 8.395 ns \\
RSZ-0062 raised after global routing & false \\
Number of slew-limit violations in the final report & 0 \\
FMAX & 0.1191 GHz \\
Final TNS setup & 0 ns \\
Slew HR & 46.42\% \\
Ratio of final minimum period to clock period & 33.18\% \\
Worst-case clock skew & 0.02490 ns \\
Transition time at the pin with the least slew margin & 0.8037 ns \\
Final number of setup-violating endpoints & 0 \\
\multicolumn{2}{l}{\textbf{CTS}} \\
H-tree depth & 4 \\
Later-pin clock latency in the skew report & 0.74 ns \\
Post-CTS resize count & 0 \\
TritonCTS clock tree & done \\
Cell chosen for the clock root & sky130\_fd\_sc\_hd\_\_clkbuf\_16 \\
Post-CTS setup-driven buffer insertion count & 0 \\
Maximum buffer depth of the clock tree & 3 \\
CTS Buf Count & 138 \\
Clock Pin Slew Worst Setup and Hold Paths & 0.06 ns \\
Hold buffers post-CTS & 0 \\
Number of clock sinks seen by CTS & 1288 \\
\multicolumn{2}{l}{\textbf{Power}} \\
Part of the total power dissipated in the clock network & 28.9\% \\
Leak & 0.02091 uW \\
Cell-internal power & 4691 uW \\
Net load switching power & 1953 uW \\
P per Cell Area & 112.6 nW/um\^{}2 \\
Max IR drop VDD & 0.07474 mV \\
Seq pwr share & 43.4\% \\
Comb power frac & 27.7\% \\
Sw Share & 29.40\% \\
\multicolumn{2}{l}{\textbf{Cells and area}} \\
Proportion of layout cells with a drive suffix above 1 & 7.607\% \\
Relative area change from synthesis to final layout & 25.16\% \\
Design Area, Final & 59010 sq um \\
Fill cell instance count of the final layout & 14150 \\
\multicolumn{2}{l}{\textbf{Detailed routing}} \\
Avg Vias per Cell & 4.811 \\
Routed WL per cell & 20.78 um \\
Total via count in the routed design & 26450 \\
First drt pass iteration count & 5 \\
Number of remaining DRC errors & 0 \\
Violation count after the first detailed-route iteration & 1293 \\
Total Routed Length & 114.2 mm \\
Antenna Nets Post-Route & 0 \\
\multicolumn{2}{l}{\textbf{Status}} \\
Run status & finished, final reports clean \\
\multicolumn{2}{l}{\textbf{Die}} \\
Die Y & 398.4 um \\
Core Area & 156000 sq um \\
Die span in x & 398.4 um \\
Count of standard-cell rows & 145 \\
\# IOs & 522 \\
Chip footprint & 158700 sq um \\
Effective utilization at floorplan & 30.22\% \\
\multicolumn{2}{l}{\textbf{Min path}} \\
Path category of the worst min-delay check & register to register \\
\multicolumn{2}{l}{\textbf{Placed design}} \\
Final GP Congestion & 0.7992 \\
Post-placement cell area & 54650 sq um \\
Count of port buffers added during placement & 521 \\
Post-DP HPWL & 68.58 mm \\
\multicolumn{2}{l}{\textbf{Run}} \\
Total tool warning count & 33 \\
Max-cap violations & 0 \\
\hline
\end{tabular}
==> final cells by class <==
type	count	area [sq um]	area share (%)
repair buffers	580	5700	9.661
clock buffers	208	3993	6.766
flip-flops and latches	1288	37360	63.31
diodes	8	20.02	0.03393
inverters	5	18.77	0.03181
well taps	2058	2575	4.364
multi-input cells	1307	8997	15.25
clock inverters	43	345.3	0.5853
==> cell usage in the layout (no fill, tap or decap), types with 3 or more instances in the layout <==
cell	instances
sky130_fd_sc_hd__a211oi_1	256
sky130_fd_sc_hd__a21o_1	256
sky130_fd_sc_hd__a21oi_1	256
sky130_fd_sc_hd__a22oi_1	256
sky130_fd_sc_hd__and3_4	4
sky130_fd_sc_hd__buf_12	3
sky130_fd_sc_hd__buf_4	56
sky130_fd_sc_hd__bufinv_16	3
sky130_fd_sc_hd__clkbuf_1	48
sky130_fd_sc_hd__clkbuf_16	143
sky130_fd_sc_hd__clkbuf_8	17
sky130_fd_sc_hd__clkdlybuf4s50_1	520
sky130_fd_sc_hd__clkinv_1	13
sky130_fd_sc_hd__clkinv_2	14
sky130_fd_sc_hd__clkinvlp_4	3
sky130_fd_sc_hd__dfrtp_1	264
sky130_fd_sc_hd__diode_2	8
sky130_fd_sc_hd__edfxtp_1	1024
sky130_fd_sc_hd__ha_1	5
sky130_fd_sc_hd__ha_4	4
sky130_fd_sc_hd__inv_1	5
sky130_fd_sc_hd__inv_6	7
sky130_fd_sc_hd__nor2b_1	257
sky130_fd_sc_hd__xnor2_1	3
==> power groups by stage <==
stage         clock network [uW]  registers, uW  logic, uW
CTS                         1970           2890       1880
global route                2050           2930       2050
finish                      1920           2890       1840
==> worst reg2reg max path: stages, from the launching register on <==
cell	delay, ns
sky130_fd_sc_hd__dfrtp_1	0.47
sky130_fd_sc_hd__inv_1	0.20
sky130_fd_sc_hd__ha_4	0.65
sky130_fd_sc_hd__buf_4	0.58
sky130_fd_sc_hd__buf_4	0.58
sky130_fd_sc_hd__buf_4	0.65
sky130_fd_sc_hd__buf_4	0.74
sky130_fd_sc_hd__nor2b_1	0.31
sky130_fd_sc_hd__a211oi_1	0.06
sky130_fd_sc_hd__a21o_1	0.19
==> state kept, by name, indices dropped and copies added (netlist names) <==
register	count
depth_count_q	3
wr_ptr_q	2
rd_ptr_q	2
write_ack	1
mem	1024
read_data_r	256
==> worst paths after layout <==
path	startpoint	to	cells after the start
setup / recovery	write_en	mem[1][20]	6
setup reg to reg	rd_ptr_q[0]	read_data_r[188]	9
max in group asynchronous	rst_n	read_data_r[109]	4
hold / removal	read_data_r[152]	read_data_r[152]	1
min in group asynchronous	rst_n	read_data_r[12]	1
hold reg to reg	read_data_r[152]	read_data_r[152]	1
==> through the flow <==
stage / utilization, % / setup slack [ns] / total power (uW) / hold WS, ns / instances
after floorplan: - / 13.33 / 3915 / 0.4258 / 2799
after global placement: 35.02 / 16.19 / 4777 / 0.4592 / 5238
after detailed placement: 35.02 / 16.10 / 4800 / 0.4644 / 5238
after CTS: 37.81 / 16.93 / 6748 / 0.4778 / 5489
after global routing: 37.81 / 16.71 / 7025 / 0.4857 / 5493
final: 37.82 / 16.91 / 6645 / 0.4738 / 5497
==> metal layers <==
metal	wire length, um	vias to the layer above
met5	243	-
met4	2322	38
met3	14110	199
met2	52220	1015
met1	45350	13120
li1	-	12070
==> logic make-up after synthesis <==
family,after synthesis
AND-OR/OR-AND,1025
adder cells (fa/ha/maj),10
buffers and inverters,204
XOR/XNOR,5
flip-flops,1288
multiplexers,3
AND/OR/NAND/NOR,264
No activity file was given, so power comes from the tool's default toggle rates.
